<file path="design/flow/config.mk">
export PLATFORM = sky130hd
export DESIGN_NAME = Regfile
export DESIGN_NICKNAME = Regfile
export VERILOG_FILES = /design/flow/design.v
export SDC_FILE = /design/flow/constraint.sdc
export NUM_CORES = 4
export LEC_CHECK = 1
export CORE_UTILIZATION = 30
</file>
<file path="design/flow/design.v">
module Regfile(
	input wire clk,
	input wire rst,
	input wire				w_enable,
	input wire[4: 0] w_addr, 
	input wire[31: 0]	 	w_data,
	input wire				r1_enable,
	input wire[4: 0] r1_addr,
	output reg[31: 0]		r1_data,
	input wire				r2_enable,
	input wire[4: 0] r2_addr,
	output reg[31: 0]	 	r2_data
);
reg [31: 0] regs[(1 << 5) - 1 : 0];
initial begin
	regs[0] = 32'h0;
end
always @ (posedge clk)
begin
	if (!rst)
	begin
		if (w_enable && w_addr != 5'h0)
			regs[w_addr] <= w_data;
	end
end
always @ (*)
begin
	if (rst)
	begin
		r1_data <= 32'h00000000;
	end
	else if (r1_enable && r1_addr == w_addr && w_enable)
		r1_data <= w_data;
	else if (r1_enable)
		r1_data <= regs[r1_addr];
	else
		r1_data <= 32'h00000000;
end
always @ (*)
begin
	if (rst)
	begin
		r2_data <= 32'h00000000;
	end
	else if (r2_enable && r2_addr == w_addr && w_enable)
		r2_data <= w_data;
	else if (r2_enable)
		r2_data <= regs[r2_addr];
	else
		r2_data <= 32'h00000000;
end
endmodule
</file>
<file path="design/flow/constraint.sdc">
current_design Regfile

set clk_period 12.0
set clk_io_pct 0.2

create_clock -name clk0 -period $clk_period [get_ports {clk}]

set non_clock_inputs [all_inputs -no_clocks]
set_input_delay [expr $clk_period * $clk_io_pct] -clock clk0 $non_clock_inputs
set_output_delay [expr $clk_period * $clk_io_pct] -clock clk0 [all_outputs]
</file>
<file path="design/flow/run.sh">
#!/bin/bash
# OpenROAD 26Q1-2900-gdf79404cd8, Yosys 0.63+post, stock flow scripts
make -C /OpenROAD-flow-scripts/flow DESIGN_CONFIG=/design/flow/config.mk WORK_HOME=/design/flow/orfs finish
</file>
==> changes_impl.md <==
### Physical design

* CTS tree: yes
* Avg WL per Cell at 29.02 um
* CTS Hold Bufs at 0
* FILL cells at 14760
* F_max at approximately 120 MHz
* Max FFs per register at ~1000
* P&R area growth vs syn at 15.31%
* Layout cells sized above 1 at between 20% and 30%
* CTS Sinks at slightly above 1000
* Pwr Density at around 140 nW/um^2
* Net switching power figure at ~1.8 mW
* Detail Route met2 WL at about 70 mm
* Class of the worst hold path: primary input to flop
* DR iter-0 viols at 1945
* Top cell area share at roughly 63%
* Synth Cell Area at a little under 50000 um^2
* Largest net degree at the start of global routing at a little over 80
* Setup bufs post-CTS at 0
* Total die size at around 160000 um^2
* Setup_tns at 0 ns
* Post-synthesis cell count at between 2000 and 3000
* Via count at between 20000 and 30000
* Post-Syn Area per Cell at 18.36 um^2
* Top cell excl fill/tap: edfxtp_1
* Final WL at around 150 mm
* Core area at 160600 um^2
* DRC at 0
* Io pins at between 100 and 150
* Placer congestion estimate at slightly below 0.9
* Final setup viols at 0
* Number of global-route vias before repair at roughly 30000
* Final Critical Period at about 8.5 ns
* CTS Buf Count at 105
* Seq/Total Area, Yosys at a little under two thirds
* Initial antenna violation count at 10
* Status: complete, no violations
* Crit path kind: primary input to output pin
* Main synth FF type: edfxtp_1
* Peak supply drop at 0.1181 mV
* Buffer levels on the longest clock path at 3
* Clock power frac at between 40 and 50%
* Synth flops at approximately 1000
* Comb pwr share at about 8.7%
* Die Ht at 404.1 um
* Clock transition at path regs at roughly 0.060 ns
* Seq. cell area at ~31000 um^2
* Asr flop ratio synth at 0%
* CTS root buffer: clkbuf_16
* Crit path arrival time at roughly 6.1 ns
* Metal-1 WL at roughly 48 mm
* FP Rows at about 150
* Leak at 18.00 nW
* All-Layer GR Usage at 19.13%
* Log Warnings at 26
* Synth area leader: edfxtp_1
* Grt total ovfl at 0
* Pint at between 6 and 7 mW
* Cycle use final at between 70% and 80%
* Antenna-violating nets left at 0
* First-pass GRT wire length at around 210 mm
* Flop pwr share at 50.2%
* Final Hold Vio Count at 0
* Initial core utilization at 30.21%
* Largest cells by area: edfxtp_1, mux4_2, mux2i_1
* Max_slew headroom at between 30% and 40%
* Vias per cell at ~5.5
* Number of port buffers at 115
* Yosys warning tally at 1
* Net Sw Frac at ~23%
* Top Registers: regs x1024
* RSZ-0062 raised after global routing: false
* Top cells excl fill/tap: edfxtp_1, mux4_2, mux2i_1
* Endpoint type of the worst setup path: output pin
* Worst Hold Launch: w_data[21]
* Met3 routed WL at 24.09 mm
* Biggest register: regs
* YS chip area at between 40000 and 50000 um^2
* Post-cts sizing count at 0
* Die width at approximately 400 um
* Post-DP HPWL at a little under 90 mm
* CP Max Fanout at around 80
* DR pass1 iterations at 5
* Distinct lib cells at 36
* Yosys Instances at around 2600
* Max cap viols at 0
* Uppermost routed layer: met5
* Slew Viols, Final at 0
* Number of enable flip-flop cells at about 1000
* Startpoint types: primary input
* Logic area at 16980 um^2
* Data required time at the worst endpoint at 9.60 ns
* Fin Hold WS at roughly 2.5 ns
* Least-Margin Pin Slew at 1.046 ns
* Crit. Startpoint: r2_addr[2]
* H-tree levels at 3
* Fin util at about a third
-- synth_stat cells (all sizes together) (2+ instances only) --
cell,n
edfxtp,1024
mux4,388
mux2i,378
buf,140
nand2,135
a22oi,124
clkbuf,83
a221oi,64
a32o,64
o21ai,62
o22ai,62
nor2b,40
nor2,35
xor2,6
nand3,5
and2,4
inv,4
nand2b,4
xnor2,4
o211ai,3
or2,3
a31oi,2
and3,2
-- routing by layer --
metal,up-vias,GRT usage [%]
li1,11530,-
met1,14040,21.45
met2,1736,28.95
met3,269,14.16
met4,23,4.971
met5,-,1.695
-- per-stage QoR --
step / instances / setup slack (ns) / power, mW / instance area, um^2
6_report: 5035 / 3.484 / 7.940 / 55940
5_1_grt: 5033 / 3.304 / 8.170 / 55940
3_5_place_dp: 4836 / 3.459 / 4.746 / 52500
2_1_floorplan: 2674 / 5.659 / 4.467 / 48630
3_3_place_gp: 4836 / 3.472 / 4.743 / 52500
4_1_cts: 5033 / 3.447 / 7.999 / 55940
-- power groups by stage --
stage,registers [mW],clock network [mW],logic [mW]
5_1_grt,3.98,3.45,0.736
4_1_cts,3.98,3.33,0.691
6_report,3.98,3.27,0.688
-- logic make-up after synthesis --
| group | Yosys count | share of synthesized area (%) |
|---|---|---|
| compound gates | 382 | 5.955 |
| xor+xnor | 10 | 0.1805 |
| buf+inv | 227 | 2.535 |
| flops | 1024 | 63.38 |
| mux | 766 | 25.81 |
| other cells | 1 | 0.007730 |
| simple gates | 233 | 2.128 |
-- worst max-delay path, stage by stage --
cell	delay [ns]
clkbuf_8	0.58
buf_12	0.49
xor2_1	0.13
or4_4	0.60
nor2_4	0.39
buf_4	0.53
a32o_1	0.40
clkdlybuf4s50_1	0.54
-- cell type report --
type | instances | area share, %
antenna | 2 | 0.008947
clock inverter | 69 | 1.214
timing repair buffer | 225 | 3.677
multi-input combinational | 1423 | 30.35
tap | 2160 | 4.831
sequential | 1024 | 54.97
inverter | 4 | 0.02684
clock buffer | 128 | 4.927
-- path summary, 6_finish.rpt --
check,endpoint,slack (ns),cells past startpoint
worst max-delay path,r2_data[30],3.48,8
worst min-delay path,regs[30][21],2.51,2
Power is estimated from default activity; no workload was simulated.
