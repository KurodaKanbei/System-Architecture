==> flow/design.v <==
module EX(
	input wire rst,
	input wire[31: 0]	pc_i,  
	input wire[10:0]		aluop_i,
	input wire[2:0]	alusel_i,
	input wire[31: 0]			r1_data_i,
	input wire[31: 0]			r2_data_i,
	input wire					w_enable_i,
	input wire[4: 0]		w_addr_i,
	output reg 					w_enable_o,
	output reg[4: 0]		w_addr_o,
	output reg[31: 0]			w_data_o,
	output reg					stall_req_o,
	input wire[31: 0]			offset_i,
	output reg 					b_flag_o,
	output reg[31: 0]	b_target_addr_o,
	output wire[10:0]		aluop_o,
	output wire[31: 0]		mem_addr_o,
	output wire					is_ld
);
reg[31: 0]		logic_res;
reg[31: 0]		shift_res;
reg[31: 0]		arith_res;
reg[31: 0]		J_B_res;
wire[31: 0]		r2_data_i_mux;
wire[31: 0]		sum_res;
wire				lt_res;
wire				gt_res;
wire				eq_res;
wire[31: 0]	pc_plus_4;
wire[31: 0]	pc_plus_offset;
assign sum_res = (aluop_i == 11'b00100110001 ? 
						r1_data_i - r2_data_i: r1_data_i + r2_data_i);
assign lt_res = ((aluop_i == 11'b00100110100 || aluop_i == 11'b11000111000 ||
				aluop_i == 11'b11000111010)? 
				$signed(r1_data_i) < $signed(r2_data_i):
				r1_data_i < r2_data_i);
assign eq_res = (r1_data_i == r2_data_i);
assign pc_plus_4 = pc_i + 4;
assign pc_plus_offset = pc_i + offset_i;
assign aluop_o = aluop_i;
assign mem_addr_o = r1_data_i + offset_i;
assign is_ld = ((aluop_i == 11'b00000110000) || 
				(aluop_i == 11'b00000110010) ||
				(aluop_i == 11'b00000110100) ||
				(aluop_i == 11'b00000111000)||
				(aluop_i == 11'b00000111010)) ? 1'b1 : 1'b0;
always @ (*)
begin
	if (rst) 
	begin
		J_B_res		<=	32'h00000000;
		b_flag_o	<=	1'b0;
	end
	else
	begin
		case (aluop_i)
			11'b11011110000:
			begin
				J_B_res				<=	pc_plus_4;
			end
			11'b11001110000:
			begin
				J_B_res				<=	pc_plus_4;
			end
			default:
			begin
				b_flag_o			<=	1'b0;
				b_target_addr_o		<=	32'h00000000;
				J_B_res				<=	32'h00000000;
			end	
		endcase
	end
end
always @ (*) 
begin
	if (rst) 
	begin
		arith_res	<=	32'h00000000;
	end
	else 
	begin
		case (aluop_i)
			11'b00100110100, 11'b00100110110:
			begin
				arith_res	<=	{31'h0, lt_res};
			end
			11'b00100110000, 11'b00100110001: 
			begin
				arith_res	<=	sum_res;			
			end
			11'b00101110000:
			begin
			  	arith_res	<=	pc_plus_offset;
			end
			default: 
			begin
				arith_res	<=	32'h00000000;
			end
		endcase
	end
end
always @ (*)
begin
	if (rst)
		logic_res	<=	32'h00000000;
	else 
	begin
		case (aluop_i)
			11'b00100111100:
			begin
				logic_res	<=	r1_data_i | r2_data_i;
			end
			11'b00100111000:
			begin
				logic_res	<=	r1_data_i ^ r2_data_i;
			end
			11'b00100111110:
			begin
				logic_res	<=	r1_data_i & r2_data_i;
			end
			default:
			begin
				logic_res	<=	32'h00000000;
			end
		endcase
	end	
end
always @ (*)
begin
	if (rst)
		shift_res	<=	32'h00000000;
	else 
	begin
		case (aluop_i)
			11'b00100110010:
			begin
				shift_res	<=	r1_data_i << r2_data_i[4:0];
			end
			11'b00100111010:
			begin
				shift_res	<=	r1_data_i  >> r2_data_i[4:0];
			end
			11'b00100111011:
			begin
				shift_res	<=	({32{r1_data_i[31]}} << (6'd32 - {1'b0,r2_data_i[4:0]})) | r1_data_i >> r2_data_i[4:0];
			end
			default:
			begin
				shift_res	<=	32'h00000000;
			end
		endcase
	end	
end
always @ (*)
begin
	if (rst)
	begin
		w_enable_o		<=	1'b0;
		w_addr_o		<=	32'h00000000;
		w_data_o		<=	32'h00000000;
	end
	else if (w_enable_i && w_addr_i == 32'h00000000)
	begin
		w_enable_o		<=	1'b0;
		w_addr_o		<=	32'h00000000;
		w_data_o		<=	32'h00000000;
	end
	else
	begin
		w_enable_o	<=	w_enable_i;
		w_addr_o	<=	w_addr_i;
		case (alusel_i)
			3'b001:
			begin
				w_data_o	<=	logic_res;
			end
			3'b010:
			begin
				w_data_o	<=	shift_res;
			end
			3'b011:
			begin
				w_data_o	<=	arith_res;
			end
			3'b100:
			begin
				w_data_o	<=	J_B_res;
			end
			3'b101:
			begin
				w_data_o	<=	r2_data_i;
			end
			default:
			begin
				w_data_o	<=	32'h00000000;
			end
		endcase
	end
end
endmodule
==> flow/run.sh <==
#!/bin/bash
# OpenROAD 26Q1-2900-gdf79404cd8, Yosys 0.63+post, stock flow scripts
make -C /OpenROAD-flow-scripts/flow DESIGN_CONFIG=/design/flow/config.mk WORK_HOME=/design/flow/orfs finish
==> flow/config.mk <==
export PLATFORM = sky130hd
export DESIGN_NAME = EX
export DESIGN_NICKNAME = EX
export VERILOG_FILES = /design/flow/design.v
export SDC_FILE = /design/flow/constraint.sdc
export NUM_CORES = 4
export LEC_CHECK = 1
export CORE_UTILIZATION = 30
==> flow/constraint.sdc <==
current_design EX

set clk_period 21.8
set clk_io_pct 0.2

create_clock -name clk0 -period $clk_period

set non_clock_inputs [all_inputs -no_clocks]
set_input_delay [expr $clk_period * $clk_io_pct] -clock clk0 $non_clock_inputs
set_output_delay [expr $clk_period * $clk_io_pct] -clock clk0 [all_outputs]
==> out/qor.json <==
{
  "power_density": {"value": 24.73, "unit": "nW/µm²"},
  "yosys.stat.seqShare": {"value": 0},
  "count_of_warning_messages_emitted_by_the_tools": {"value": 96},
  "postCtsSetupBuffers": {"value": 0},
  "route.met3.wl": {"value": 5.780, "unit": "mm"},
  "clock.fmax": {"value": 69.83, "unit": "MHz"},
  "final_tally_of_hold_violations": {"value": 0},
  "min_period": {"value": 14.32, "unit": "ns"},
  "ir_drop": {"value": 0.01382, "unit": "mV"},
  "first_pass_grt_wire_length": {"value": 107.1, "unit": "mm"},
  "outcome": {"value": "complete, no violations"},
  "count_of_different_cell_masters_after_synthesis": {"value": 90},
  "crit_path_start_kind": {"value": "primary input"},
  "highest_metal_layer_with_signal_wires": {"value": "met4"},
  "antenna-diode-count": {"value": 0},
  "hold_path_depth": {"value": 3},
  "critPathLaunch": {"value": "r2_data_i[4]"},
  "fp.dieW": {"value": 216.2, "unit": "µm"},
  "avgRoutedWirePerCell": {"value": 25.89, "unit": "µm"},
  "antenna_violating_nets_post_route": {"value": 0},
  "setup_ws": {"value": 7.479, "unit": "ns"},
  "grt_max_degree": {"value": 51},
  "static-leakage-power": {"value": 6.580, "unit": "nW"},
  "synth.cell_area": {"value": 13760, "unit": "µm²"},
  "synth.top_cells.by_area": {"value": "ha_1, a21oi_1, nor2_1"},
  "drt_pass1_iterations": {"value": 5},
  "maxSlewViolCount": {"value": 0},
  "worst-endpoint-arrival": {"value": 9.96, "unit": "ns"},
  "global_route.overflow_total": {"value": 0},
  "setup.worst_path.end_class": {"value": "output pin"},
  "finalWeightedCongestion": {"value": 1.039},
  "row_count": {"value": 78},
  "fraction_of_synthesized_cell_area_taken_by_the_top_area_cell_type": {"value": 0.1455},
  "areaGrowthSynthToFinish": {"value": 20.22, "unit": "%"},
  "fp.coreArea": {"value": 45280, "unit": "µm²"},
  "post_synth.cell_area_avg": {"value": 6.626, "unit": "µm²"},
  "cp.required": {"value": 17.44, "unit": "ns"},
  "detailed_route_iter0_violations": {"value": 1561},
  "cts-resized-gates": {"value": 0},
  "finalCoreUtilization": {"value": 0.3654},
  "critical_path_class": {"value": "primary input to output pin"},
  "vias_per_cell": {"value": 5.987},
  "drt-met1-wl": {"value": 33.07, "unit": "mm"},
  "ys_chip_area": {"value": 13760, "unit": "µm²"},
  "post_cts_hold_buffer_count": {"value": 0},
  "floorplan.initialDensity": {"value": 0.3039},
  "grtUsageTotal": {"value": 0.3113},
  "hold_path_origin": {"value": "aluop_i[2]"},
  "floorplan.die.height": {"value": 216.2, "unit": "µm"},
  "timing.slew.headroom": {"value": 0.3915},
  "rsz0062_at_grt": {"value": "false"},
  "post-place-ws": {"value": 7.609, "unit": "ns"},
  "drc_viols": {"value": 0},
  "nClkBuffers": {"value": 0},
  "detailed_place_hpwl": {"value": 58.46, "unit": "mm"},
  "dr_total_vias": {"value": 16970},
  "numSequentialCells": {"value": 0},
  "detailroute.wirelength.met2": {"value": 32.62, "unit": "mm"},
  "ff_latch_area": {"value": 0, "unit": "µm²"},
  "timing.hold.worst.class": {"value": "primary input to output pin"},
  "timing.final.setup_violations": {"value": 0},
  "post-synth-top-area-cell": {"value": "ha_1"},
  "post-layout-total-power": {"value": 409.2, "unit": "µW"},
  "drive_above_1_share": {"value": 0.05996},
  "worstMarginPinSlew": {"value": 0.9058, "unit": "ns"},
  "yosys_cells": {"value": 2077},
  "layout.cells.most_common_list": {"value": "a21oi_1, clkdlybuf4s50_1, nor2_1, nand2_1, ha_1"},
  "design.portCount": {"value": 265},
  "setup_tns": {"value": 0, "unit": "ns"},
  "tally_of_max_capacitance_violations": {"value": 0},
  "antenna_found_initial": {"value": 1},
  "place.port_buffers": {"value": 231},
  "route.final.wire_length": {"value": 73.39, "unit": "mm"},
  "synth_cells": {"value": 2077},
  "hold_end": {"value": "aluop_o[2]"},
  "die_area": {"value": 46730, "unit": "µm²"},
  "ys_warn_count": {"value": 2},
  "vias_in_the_first_global_route": {"value": 15940},
  "fin_crit_sh": {"value": 0.6569},
  "worst-path-max-fanout": {"value": 31}
}
## cell usage after synthesis, types with 31 or more instances
master and n:
a21oi_1 226, nor2_1 208, nand2_1 186, ha_1 160
o21ai_0 148, inv_1 116, xnor2_1 75, mux2i_1 68
clkbuf_1 65, nor3_1 60, nand3_1 50, a211oi_1 49
buf_4 49, xor2_1 34, mux4_2 32, a31oi_1 31
## worst max-delay path by stage
stage | end
after CTS | w_data_o[0]
after global routing | w_data_o[0]
final | w_data_o[0]
## final cells by class
| class | instances | area (µm²) |
|---|---|---|
| Fill cell | 4829 | 28740 |
| Inverter | 117 | 439.2 |
| Multi-Input combinational cell | 1829 | 12630 |
| Tap cell | 600 | 750.7 |
| Timing Repair Buffer | 289 | 2725 |
## layer usage
layer  GRT usage  up-vias
met5           0        -
met4     0.06948        0
met3     0.04803       88
met2      0.4847      788
met1      0.4525     8167
li1            -     7929
## logic make-up after synthesis
family	synth area share
AOI/OAI and AO/OA	0.3426
xor gates and xnor gates	0.07255
adders and majority gates	0.1513
buffers and inverters	0.09264
muxes	0.1076
other	0.0002725
and+or+nand+nor	0.2331
## power by group
group / internal [mW] / leakage (nW) / switching, mW
Combinational: 0.173 / 6.58 / 0.236
Sequential: 0 / 0 / 0
Clock: 0 / 0 / 0
Total: 0.173 / 6.58 / 0.236
## metrics by stage
| step | area, µm² | instances | hold WS [ns] |
|---|---|---|---|
| floorplan | 13890 | 2110 | 8.733 |
| global placement | 16540 | 2835 | 9.540 |
| detailed placement | 16540 | 2835 | 9.540 |
| CTS | 16540 | 2835 | 9.546 |
| global route | 16540 | 2835 | 9.565 |
| finish | 16540 | 2835 | 9.539 |
## worst max-delay path, cell delays in order
cell and delay (ns):
clkdlybuf4s50_1 0.46, buf_4 0.36, clkinv_1 0.68, ha_1 0.66
inv_1 0.09, a21oi_1 0.28, o221ai_1 0.35, nand4_1 0.31
a21oi_1 0.13, nor4_1 0.63, o311ai_0 0.29, a21oi_1 0.36
o21ai_0 0.13, a21oi_1 0.32, clkdlybuf4s50_1 0.53
Power is estimated from default activity; no workload was simulated.
